File: /design/flow/design.v
module updowncounter(
	input [width-1:0]in_data,
	input clk, load, clear, cnt_enab,up_dn,
	output reg [width-1:0] out_data
	);
parameter width =8;
always @ (posedge clk ) 
	if(clear) out_data=0;
	else if (load) out_data=in_data;
	else if ( cnt_enab)  
		if(up_dn) out_data=out_data+1;
		else out_data= out_data-1;
endmodule
File: /design/flow/run.sh
#!/bin/bash
# OpenROAD 26Q1-2900-gdf79404cd8, Yosys 0.63+post, stock flow scripts
make -C /OpenROAD-flow-scripts/flow DESIGN_CONFIG=/design/flow/config.mk WORK_HOME=/design/flow/orfs finish
File: /design/flow/config.mk
export PLATFORM = sky130hd
export DESIGN_NAME = updowncounter
export DESIGN_NICKNAME = updowncounter
export VERILOG_FILES = /design/flow/design.v
export SDC_FILE = /design/flow/constraint.sdc
export NUM_CORES = 4
export LEC_CHECK = 1
export CORE_AREA = 10 10 70 70
export DIE_AREA = 0 0 80 80
File: /design/flow/constraint.sdc
current_design updowncounter

set clk_period 4.6
set clk_io_pct 0.2

create_clock -name clk0 -period $clk_period [get_ports {clk}]

set non_clock_inputs [all_inputs -no_clocks]
set_input_delay [expr $clk_period * $clk_io_pct] -clock clk0 $non_clock_inputs
set_output_delay [expr $clk_period * $clk_io_pct] -clock clk0 [all_outputs]
==> impl_metrics.env <==
# implementation run metrics
export IMPL_synth_seq_share_pct=22.4
export IMPL_hold_path_endpoint="out_data[2]"
export IMPL_avgSynthCellArea_um2=8.41
export IMPL_clkPwrFrac_pct=25.3
export IMPL_grt_usage_pct=5.85
export IMPL_synth_main_ff_cell="dfxtp_1"
export IMPL_peakVddDrop_v=0.0000916
export IMPL_drc=0
export IMPL_crit_type="in -> reg"
export IMPL_die_w_um=80
export IMPL_openroad_warnings=25
export IMPL_syn_area_um2=714
export IMPL_cp_end_kind="flop"
export IMPL_slew_viol_final=0
export IMPL_ys_chip_area_um2=714
export IMPL_layout_cells_most_common="clkdlybuf4s50_1"
export IMPL_cts_sinks=8
export IMPL_vias=707
export IMPL_cp_start_kind="primary input"
export IMPL_clk_pin_slew_worst_paths_ns=0.06
export IMPL_hp_class="reg -> reg"
export IMPL_final_cell_mix="clkdlybuf4s50_1, a21oi_1, nor2_1, dfxtp_1, ha_1"
export IMPL_cts_setup_buffers=0
export IMPL_fp_dieH_um=80
export IMPL_instances_no_fill=150
export IMPL_ys_flops=8
export IMPL_crit_family="buffers and inverters"
export IMPL_worst_path_buf_inv=2
export IMPL_chip_area_mm2=0.00640
export IMPL_antenna_cells_inserted=0
export IMPL_portBuffers=20
export IMPL_crit_arrival_ns=2.86
export IMPL_p_leak_nw=0.352
export IMPL_gr_total_overflow=0
export IMPL_grt_pass1_vias=676
export IMPL_r2r_start="out_data[1]"
export IMPL_p_per_area_mw_per_mm2=235
export IMPL_rows=21
export IMPL_hold_start="out_data[2]"
export IMPL_cts_hold_buf=0
export IMPL_required_ns=4.75
export IMPL_dp_hpwl_um=1440
export IMPL_core_area_mm2=0.00342
export IMPL_worst_hold_slack_ns=0.680
export IMPL_htree_num_levels=1
export IMPL_synth_largest_area_cell="dfxtp_1"
export IMPL_switching_share_pct=32.0
export IMPL_drt_iter0_markers=46
export IMPL_crit_chain="clkdlybuf4s50_1, inv_1, ha_1, a211o_1, a21oi_1, nor4b_1, or3_1"
export IMPL_edf_count=0
export IMPL_cp_max_fo=7
export IMPL_maxCapViolations=0
export IMPL_fin_ws_ns=1.89
export IMPL_ant_nets=0
export IMPL_comb_power_share_pct=38.5
export IMPL_fillers=356
export IMPL_reg2reg_to="out_data[5]"
export IMPL_largest_reg_flops=8
export IMPL_fmax_ghz=0.369
export IMPL_ys_warnings_count=1
export IMPL_rr_worst_depth=5
export IMPL_place_inst=147
export IMPL_synthCells=85
export IMPL_p_int_mw=0.155
export IMPL_synthArstFlopShare_pct=0
export IMPL_gp_congestion=0.890
export IMPL_period_needed_ns=2.71
export IMPL_yosysUniqueCellTypes=35
export IMPL_pin_count=21
export IMPL_min_period_over_period_pct=58.9
export IMPL_rsz0062_at_grt="no"
export IMPL_fin_tns_setup_ns=0
export IMPL_ys_cells=85
export IMPL_routed_wl_um=1900
export IMPL_seqPwrFrac_pct=36.2
export IMPL_top_area_share_pct=22.4
export IMPL_worst_pin_slew_ns=0.676
export IMPL_slew_headroom_pct=54.8
export IMPL_hold_viol_final=0
export IMPL_grt_pass1_wl_um=3080
export IMPL_clkLatencyLatePin_ns=0.26
export IMPL_setup_viol=0
export IMPL_rrSetupSlack_ns=2.88
export IMPL_cp_slowest_cell="clkdlybuf4s50_1"
export IMPL_drive_above_1_share_pct=7.69
export IMPL_skew_ns=0.0110
export IMPL_grt_max_degree=20
export IMPL_area_leaders="dfxtp_1, a21oi_1, ha_1, nor3b_1, nor2_1"
export IMPL_clk_path_buf_depth=2
export IMPL_status="finished clean"
export IMPL_cts_repair_resized=0
export IMPL_detailedPlace_worstSlack_ns=1.61
export IMPL_slowest_delay_ns=0.49
export IMPL_antenna_found_initial=0
export IMPL_cts_tree="done"
export IMPL_cts_buffers=3
export IMPL_switching_power_mw=0.0729
export IMPL_cts_root_buf="clkbuf_4"
export IMPL_syn_to_final_growth_pct=35.6
export IMPL_via_per_inst=4.71
export IMPL_drtPass1Iterations=5
export IMPL_fp_util_pct=20.9
export IMPL_routedWlPerCell_um=12.6
export IMPL_post_route_util_pct=28.4
export IMPL_holdPathStages=4
==> worst register-to-register path: cells and delay by family, from the launching register on <==
kind / cells / cell delay [ns]
AND/OR/NAND/NOR: 2 / 0.44
adder cells (fa/ha/maj): 1 / 0.25
flip-flops: 1 / 0.39
AND-OR/OR-AND: 2 / 0.54
==> metal layers <==
| layer | global-route usage (%) | part of all wire, % | up-vias |
|---|---|---|---|
| met5 | 0 | 0 | - |
| met4 | 0.352 | 0 | 0 |
| met3 | 2.84 | 9.9 | 0 |
| met2 | 8.27 | 40 | 25 |
| met1 | 8.16 | 50 | 316 |
| li1 | - | - | 366 |
==> metrics by stage <==
stage	cell area (um2)	power (mW)
after floorplan	714	0.138
after global placement	946	0.171
after detailed placement	946	0.171
after CTS	968	0.230
after global routing	968	0.246
final	968	0.228
==> power groups by stage <==
stage	combinational, mW	sequential [mW]	clock [mW]
finish	0.0877	0.0825	0.0577
global route	0.0984	0.0835	0.0641
CTS	0.0878	0.0826	0.0591
==> how the worst max path moves through the flow <==
stage	from	end	slack, ns	cells after the start
4_1_cts	up_dn	out_data[7]	1.89	7
5_1_grt	up_dn	out_data[7]	1.78	7
6_report	up_dn	out_data[5]	1.89	7
==> cell type report <==
cell class	instances	area [um2]	area share, %
multi-input combinational	72	524	54.1
sequential	8	160	16.5
clock buffer	3	22.5	2.33
timing repair buffer	20	200	20.7
tap	46	57.6	5.94
inverter	1	3.75	0.388
==> logic make-up after synthesis <==
kind of cell,share of synthesized area [%]
multiplexers,2.98
buffers and inverters,4.20
AND-OR/OR-AND,26.6
flip-flops,22.4
XOR/XNOR,3.68
AND/OR/NAND/NOR,26.8
adder cells (fa/ha/maj),13.3
==> synthesized netlist by cell type (all sizes together), types with 3 or more instances <==
cell,instances
a21oi,15
ha,6
o21a,4
nor2,8
dfxtp,8
nor3b,6
o21ai,4
or3b,3
xnor2,3
Power figures rest on the tool's default switching activity, not on a simulated workload.
