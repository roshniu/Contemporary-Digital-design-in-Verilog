## config.mk

```make
export PLATFORM = sky130hd
export DESIGN_NAME = alu_a5
export DESIGN_NICKNAME = alu_a5
export VERILOG_FILES = /design/flow/design.v
export SDC_FILE = /design/flow/constraint.sdc
export NUM_CORES = 4
export LEC_CHECK = 1
export CORE_UTILIZATION = 50
```

## constraint.sdc

```tcl
current_design alu_a5

set clk_period 6.2
set clk_io_pct 0.2

create_clock -name clk0 -period $clk_period

set non_clock_inputs [all_inputs -no_clocks]
set_input_delay [expr $clk_period * $clk_io_pct] -clock clk0 $non_clock_inputs
set_output_delay [expr $clk_period * $clk_io_pct] -clock clk0 [all_outputs]
```

## design.v

```verilog
module alu_a5(a,b,sel,agrtb,altb,aeqb,result);
input signed[11:0] a;
input signed[11:0] b;
input [3:0] sel;
output agrtb,altb,aeqb;
output [11:0] result;
reg [11:0] result;
reg agrtb; reg altb; reg aeqb;
always @ (a or b or sel ) begin
	case (sel)
		4'b0000 : result = -a ;
		4'b0001 : result = !a;  
		4'b0010 : result = -(a+b);
		4'b0011 : result = a;
		4'b0100 : result = (a+b);
		4'b0101 : result = (a-b);
		4'b0110 : result = a | b;  
		4'b0111 : result = a&b;  
		4'b1000 : result = a^b;  
		4'b1001 : result =(2*a)+(4*b)+1;
		4'b1010 : result = 111111111111;  
		4'b1011 : result = !(a&b);
		4'b1100 : begin result[11:1] <= a[10:0]; result [0] <= 0; end  
		4'b1101 : begin result[10:0] <= a[11:1]; result [11] <= 0; end  
		4'b1110 : begin result[11:1] <= a[10:0]; result [0] <= a[11]; end  
		4'b1111 : result = result;  
		default : result= 0;
	endcase
	if (a > b)
		agrtb= 1;
	else   agrtb=0;
	if(a < b)
		 altb = 1;
	else  altb = 0;
	if (a == b)
		  aeqb= 1;
	else  aeqb = 0;
end
endmodule 
```

## run.sh

```bash
#!/bin/bash
# OpenROAD 26Q1-2900-gdf79404cd8, Yosys 0.63+post, stock flow scripts
make -C /OpenROAD-flow-scripts/flow DESIGN_CONFIG=/design/flow/config.mk WORK_HOME=/design/flow/orfs finish
```

==> changes_impl.md <==
## Implementation

- Status: finished, final reports clean
- Setup crit end kind: output pin
- Async set or reset register ratio after synthesis: 0%
- Initial Util: 51.9%
- CP Buf/Inv Count: 4
- Floorplan die width: 83.2 um
- Post-route fraction of the period consumed by the critical path: 88.7%
- Core outline area: roughly 0.0063 mm2
- Wirelength per Cell: 19.6 um
- CP dominant cell by count: clkdlybuf4s50_1
- Most common cell in the synthesized netlist: ha_1
- Switching power as a share of total power: between 50% and 60%
- Number of flip-flops in the largest register: 12
- Syn-to-layout area delta: 13.8%
- Unique masters post-synth: 63
- Predominant post-synthesis flop cell: dlxtp_1
- Summed instance area of the synthesized netlist: between 0.003 and 0.004 mm2
- Max Clock Freq: about 180 MHz
- Endpoints left unconstrained: 24
- Number of register pins that no clock reaches: 12
- Post CTS Setup Buffer Count: 0
- Top Family by Delay on Critical Path: buffers and inverters
- Maximum number of pins on one net before global-route repair: 21
- Congestion Overflow GR: 0
- DRC: 0
- Wire length after detailed routing: 11300 um
- CP arrival: 4260 ps
- Maximum Capacitance Violations: 0
- Largest reg by FF count: result
- Cts-stage hold buffer count: 0
- Hold Path Origin: b[11]
- Total power divided by cell area: 96.7 mW/mm2
- Worst relative slew slack: 34.3%
- GP Congestion: roughly 1.1
- Cell Int Power: 167 uW
- Average vias per placed instance: 6.42
- Cell depth of the worst hold path: 7
- Setup repair after global routing missed its margin: no
- Num rows: 29
- First-pass GRT wire length: about 18000 um
- Ys Warns: 1
- Total of endpoints with negative setup slack in the final report: 0
- Worst-case vdd ir drop: 0.0000622 V
- Number of global-route vias before repair: about 3300
- Yosys cell count: 477
- Final ANT Viol Nets: 0
- Final Hold Violation Tally: 0
- Portion of total power attributed to sequential cells: 5.4%
- Slew at the pin closest to its max-slew limit: slightly below 1000 ps
- Port-buffer cells: 43
- Top post-synthesis cells by count: ha_1 (47), a21oi_1 (45), nor2_1 (45)
- Boundary pin count: 43
- Slowest cell on the critical path: ha_1
- Total inserted antenna cells: 0
- Critical Path Max Stage Delay: 460 ps
- Number of warning messages in the logs: roughly 57
- Chip footprint: 0.00692 mm2
- Data required time at the worst endpoint: 4960 ps
- Registers with the most flip-flops: result (12)
- Startpoint-to-endpoint class of the critical path: in2out
- Post-synth EDFFs: 0
- Cell count after synthesis: 477
- Number of gates given a new drive strength after cts: 0
- Proportion of layout cells with a drive suffix above 1: 3.59%
- Setup_tns: 0 ps
- Sum of net half-perimeters after detailed placement: 8840 um
- Worst hold path type: in2out
- Synthesis area per yosys: 0.00329 mm2
- Share of total power in combinational logic: 94.6%
- Power after layout: between 300 and 400 uW
- Post-synth top area share: 17.9%
- Total track usage: around 33%
- Switching power: 195 uW
- Final max-slew violation count: 0
- First-pass iteration count of the detailed router: 5
- Crit path max fanout: 12
- Kind of launch point of the worst setup path: primary input
- Count of vias placed by the detailed router: 3720
- Chip Height: 83.2 um
- Register bit total from synthesis: 12
- Leak pwr: 1.61 nW
- Final core area utilization: 59.1%
- Top cells by area: ha_1 (18%), xnor2_1 (6.9%), a21oi_1 (6.8%), dlxtp_1 (5.5%), nor2_1 (5.1%)
- Endpoint with the worst hold slack: agrtb
- Cell chain of the critical path: clkdlybuf4s50_1 > buf_4 > inv_1 > ha_1 > nand2b_1 > a221oi_1 > o221ai_1 > nor2b_1 > o31ai_1 > nor2_1 > clkdlybuf4s50_1
- Cell type with the highest aggregate area in the netlist: ha_1
- Clk network pwr share: 0%
- Mean cell area of the mapped netlist: 6.91 um2
- Drt initial violations: 317
- Initial antenna violation count: 0
- Min Clock Period, post-route: 5500 ps
tightest hold or removal path, delay by kind of cell:
family | cells | cell delay (ps)
buffers and inverters | 3 | 900
AND/OR/NAND/NOR | 2 | 110
adder cells (fa/ha/maj) | 1 | 190
AND-OR/OR-AND | 1 | 80
cell families after synthesis:
group | count (synthesis) | share of synthesized area (%)
latches | 12 | 5.47
multiplexers | 3 | 0.912
XOR/XNOR | 36 | 9.80
AND/OR/NAND/NOR | 154 | 23.2
AND-OR/OR-AND | 157 | 32.9
buffers and inverters | 65 | 8.09
adder cells (fa/ha/maj) | 50 | 19.7
stage by stage:
stage	hold WS [ps]	instance area, um2	worst slack, ps	std cells
floorplan	2720	3290	1970	477
detailed placement	3760	3750	765	579
global route	3870	3750	511	579
global placement	3770	3750	812	579
CTS	3770	3750	765	579
finish	3770	3750	703	579
cells in the final DEF, fill, tap and decap left out, drive strengths merged, types with 4 or more instances in the layout:
master,netlist,layout
a211o,4,4
a211oi,6,6
a21o,7,7
a21oi,47,47
a221oi,8,8
a22o,6,6
a22oi,10,10
and2,4,4
and3,4,4
buf,8,5
clkdlybuf4s50,0,43
dlxtp,12,12
ha,47,47
inv,42,42
nand2,35,35
nand2b,7,7
nand3,14,14
nand4,4,4
nor2,45,45
nor2b,5,5
nor3,17,17
nor4,9,9
o21ai,24,24
o21bai,4,4
o221ai,5,5
o22ai,5,5
o31ai,6,6
xnor2,27,27
xor2,9,9
worst max path at each step:
stage / start / end / slack (ps) / depth (start not counted)
final: a[2] / agrtb / 700 / 11
after global routing: a[2] / agrtb / 510 / 11
after CTS: a[2] / agrtb / 760 / 11
cell type report:
class | count | area (um2)
Tap cell | 77 | 96.3
Multi-Input combinational cell | 400 | 2850
Sequential cell | 12 | 180
Inverter | 42 | 158
Timing Repair Buffer | 48 | 468
Fill cell | 610 | 2600
routing by layer:
metal | vias to the layer above | GRT usage [%] | wire (um)
met1 | 1708 | 48.2 | 4910
met3 | 17 | 7.57 | 1270
li1 | 1797 | - | -
met4 | 0 | 6.11 | 206
met2 | 198 | 51.5 | 4960
met5 | - | 0 | 0
power groups by stage:
stage	clock (mW)	sequential [mW]	combinational, mW
CTS	0	0.0199	0.337
global route	0	0.0211	0.375
finish	0	0.0197	0.343
Power is estimated from default activity; no workload was simulated.
